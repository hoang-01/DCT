===== config.mk =====
export PLATFORM = sky130hd
export DESIGN_NAME = dct1d_loeffler
export DESIGN_NICKNAME = dct1d_loeffler
export VERILOG_FILES = /design/flow/design.v
export SDC_FILE = /design/flow/constraint.sdc
export NUM_CORES = 4
export LEC_CHECK = 1
export CORE_UTILIZATION = 40

===== constraint.sdc =====
current_design dct1d_loeffler

set clk_period 11.8
set clk_io_pct 0.2

create_clock -name clk0 -period $clk_period [get_ports {clk}]

set non_clock_inputs [all_inputs -no_clocks]
set_input_delay [expr $clk_period * $clk_io_pct] -clock clk0 $non_clock_inputs
set_output_delay [expr $clk_period * $clk_io_pct] -clock clk0 [all_outputs]

===== design.v =====
module dct1d_loeffler #(
    parameter INPUT_WIDTH = 8,
    parameter OUTPUT_WIDTH = 16,
    parameter COEF_WIDTH = 16   
)(
    input  wire                           clk,
    input  wire                           rst_n,
    input  wire                           in_valid,
    input  wire signed [INPUT_WIDTH-1:0]  in_sample,
    input  wire [2:0]                     in_index,    
    input  wire                           in_last,     
    output reg                            out_valid,
    output reg  signed [OUTPUT_WIDTH-1:0] out_coef,
    output reg  [2:0]                     out_index,
    output reg                            out_last
);
    localparam signed [COEF_WIDTH-1:0] C1 = 16'sd16069;  
    localparam signed [COEF_WIDTH-1:0] C2 = 16'sd15137;  
    localparam signed [COEF_WIDTH-1:0] C3 = 16'sd13623;  
    localparam signed [COEF_WIDTH-1:0] C4 = 16'sd11585;  
    localparam signed [COEF_WIDTH-1:0] C5 = 16'sd9102;   
    localparam signed [COEF_WIDTH-1:0] C6 = 16'sd6270;   
    localparam signed [COEF_WIDTH-1:0] C7 = 16'sd3196;   
    localparam signed [COEF_WIDTH-1:0] S2 = 16'sd11585;  
    reg signed [INPUT_WIDTH-1:0] x [0:7];
    reg [2:0] sample_count;
    reg block_ready;
    always @(posedge clk or negedge rst_n) begin
        if (!rst_n) begin
            sample_count <= 0;
            block_ready <= 0;
        end else begin
            if (in_valid) begin
                x[in_index] <= in_sample;
                if (in_last) begin
                    sample_count <= 0;
                    block_ready <= 1;
                end else begin
                    sample_count <= sample_count + 1;
                end
            end else begin
                block_ready <= 0;
            end
        end
    end
    reg signed [INPUT_WIDTH:0] s1_a0, s1_a1, s1_a2, s1_a3;
    reg signed [INPUT_WIDTH:0] s1_b0, s1_b1, s1_b2, s1_b3;
    reg s1_valid;
    always @(posedge clk or negedge rst_n) begin
        if (!rst_n) begin
            s1_valid <= 0;
        end else begin
            s1_valid <= block_ready;
            if (block_ready) begin
                s1_a0 <= x[0] + x[7];
                s1_a1 <= x[1] + x[6];
                s1_a2 <= x[2] + x[5];
                s1_a3 <= x[3] + x[4];
                s1_b0 <= x[0] - x[7];
                s1_b1 <= x[1] - x[6];
                s1_b2 <= x[2] - x[5];
                s1_b3 <= x[3] - x[4];
            end
        end
    end
    reg signed [INPUT_WIDTH+1:0] s2_c0, s2_c1, s2_c2, s2_c3;
    reg signed [INPUT_WIDTH+1:0] s2_d0, s2_d1, s2_d2, s2_d3;
    reg s2_valid;
    always @(posedge clk or negedge rst_n) begin
        if (!rst_n) begin
            s2_valid <= 0;
        end else begin
            s2_valid <= s1_valid;
            if (s1_valid) begin
                s2_c0 <= s1_a0 + s1_a3;
                s2_c1 <= s1_a1 + s1_a2;
                s2_c2 <= s1_a1 - s1_a2;
                s2_c3 <= s1_a0 - s1_a3;
                s2_d0 <= s1_b0;
                s2_d1 <= s1_b1;
                s2_d2 <= s1_b2;
                s2_d3 <= s1_b3;
            end
        end
    end
    reg signed [OUTPUT_WIDTH-1:0] s3_X0, s3_X2, s3_X4, s3_X6;
    reg signed [COEF_WIDTH+INPUT_WIDTH+1:0] s3_t0, s3_t1, s3_t2, s3_t3;
    reg s3_valid;
    always @(posedge clk or negedge rst_n) begin
        if (!rst_n) begin
            s3_valid <= 0;
        end else begin
            s3_valid <= s2_valid;
            if (s2_valid) begin
                s3_X0 <= (s2_c0 + s2_c1) >>> 0;
                s3_X4 <= (s2_c0 - s2_c1) >>> 0;
                s3_t0 <= (s2_c2 * C6);
                s3_t1 <= (s2_c3 * C2);
                s3_t2 <= (s2_c2 * C2);
                s3_t3 <= (s2_c3 * C6);
            end
        end
    end
    reg signed [OUTPUT_WIDTH-1:0] s4_X0, s4_X2, s4_X4, s4_X6;
    reg signed [COEF_WIDTH+INPUT_WIDTH+1:0] s4_odd [0:7];
    reg s4_valid;
    always @(posedge clk or negedge rst_n) begin
        if (!rst_n) begin
            s4_valid <= 0;
        end else begin
            s4_valid <= s3_valid;
            if (s3_valid) begin
                s4_X0 <= s3_X0;
                s4_X4 <= s3_X4;
                s4_X2 <= (s3_t0 + s3_t1) >>> 14;
                s4_X6 <= (s3_t2 - s3_t3) >>> 14;
                s4_odd[0] <= (s2_d0 * C7);
                s4_odd[1] <= (s2_d1 * C5);
                s4_odd[2] <= (s2_d2 * C3);
                s4_odd[3] <= (s2_d3 * C1);
                s4_odd[4] <= (s2_d0 * C1);
                s4_odd[5] <= (s2_d1 * C3);
                s4_odd[6] <= (s2_d2 * C5);
                s4_odd[7] <= (s2_d3 * C7);
            end
        end
    end
    reg signed [OUTPUT_WIDTH-1:0] s5_X0, s5_X2, s5_X4, s5_X6;
    reg signed [COEF_WIDTH+INPUT_WIDTH+2:0] s5_p0, s5_p1, s5_p2, s5_p3;
    reg s5_valid;
    always @(posedge clk or negedge rst_n) begin
        if (!rst_n) begin
            s5_valid <= 0;
        end else begin
            s5_valid <= s4_valid;
            if (s4_valid) begin
                s5_X0 <= s4_X0;
                s5_X2 <= s4_X2;
                s5_X4 <= s4_X4;
                s5_X6 <= s4_X6;
                s5_p0 <= (s4_odd[0] + s4_odd[3]) >>> 14;
                s5_p1 <= (s4_odd[1] + s4_odd[2]) >>> 14;
                s5_p2 <= (s4_odd[1] - s4_odd[2]) >>> 14;
                s5_p3 <= (s4_odd[0] - s4_odd[3]) >>> 14;
            end
        end
    end
    reg signed [OUTPUT_WIDTH-1:0] s6_X [0:7];
    reg s6_valid;
    always @(posedge clk or negedge rst_n) begin
        if (!rst_n) begin
            s6_valid <= 0;
        end else begin
            s6_valid <= s5_valid;
            if (s5_valid) begin
                s6_X[0] <= s5_X0;
                s6_X[4] <= s5_X4;
                s6_X[2] <= s5_X2;
                s6_X[6] <= s5_X6;
                s6_X[1] <= (s5_p0 + s5_p1);
                s6_X[7] <= (s5_p0 - s5_p1);
                s6_X[5] <= (((s5_p2 + s5_p3) * S2) >>> 14);
                s6_X[3] <= (((s5_p3 - s5_p2) * S2) >>> 14);
            end
        end
    end
    reg [2:0] out_cnt;
    reg outputting;
    always @(posedge clk or negedge rst_n) begin
        if (!rst_n) begin
            out_valid <= 0;
            out_cnt <= 0;
            outputting <= 0;
        end else begin
            if (s6_valid && !outputting) begin
                outputting <= 1;
                out_cnt <= 0;
                out_valid <= 1;
                out_coef <= s6_X[0];
                out_index <= 0;
                out_last <= 0;
            end else if (outputting) begin
                if (out_cnt < 7) begin
                    out_cnt <= out_cnt + 1;
                    out_coef <= s6_X[out_cnt + 1];
                    out_index <= out_cnt + 1;
                    out_last <= (out_cnt == 6);
                    out_valid <= 1;
                end else begin
                    outputting <= 0;
                    out_valid <= 0;
                end
            end else begin
                out_valid <= 0;
            end
        end
    end
endmodule

===== run.sh =====
#!/bin/bash
# OpenROAD 26Q1-2900-gdf79404cd8, Yosys 0.63+post, stock flow scripts
make -C /OpenROAD-flow-scripts/flow DESIGN_CONFIG=/design/flow/config.mk WORK_HOME=/design/flow/orfs finish

==> flow_summary.toml <==
# generated from flow reports
[logic_synthesis]
synth-simple-area-share_pct = 6.57
ys_types = 87
yosys_warnings = 4
netlist.area_leader.share_pct = 36.8
synth_seq_share_pct = 37.3
synth_area_leader_cell = "edfxtp_1"
synth.logic.top_family = "adder cells"
ys_ff = 681
ys_sh_aoi_pct = 8.62
topCellsByArea = "edfxtp_1 (37%), ha_1 (24%), fa_1 (12%)"
yosys_cells = 4768
synthCells = 4768
top_cells_by_count = "ha_1 (1051), inv_1 (862), edfxtp_1 (670)"
xor_area_share_pct = 4.86
edf_count = 670
ys.flop_type = "edfxtp_1"
ys_area_sq_um = 54700
adder_share_pct = 36.2
avgSynthCellArea_sq_um = 11.5
async_flop_share_pct = 1.62
top_cell = "ha_1"
syn_area_sq_um = 54700
synthMuxAreaShare_pct = 0.272

[routing]
drt_pass1_iterations = 7
vias = 32500
drc = 0
antennaDiodeCount = 0
avgViaCountPerCell = 4.83
wire_per_inst_microns = 15.7
wirelength_microns = 106000
drtAntennaViolNets = 0
first_iter_violations = 1508

[floorplan]
ios = 36
die_area_sq_um = 138000
core_util_floorplan_pct = 40.4
num_rows = 135
dieWidth_microns = 372
dieHeight_microns = 372
coreArea_sq_um = 136000

[worst_setup_path]
cp_num_buf_inv = 4
timing.critical_path.required_ps = 12210
cp_common_cell = "a21o_1"
cp_max_fo = 4
crit_family = "adder cells"
path_class = "flip-flop to flip-flop"
endpoint_kind = "flip-flop"
arrival_ps = 7810
max_stage_delay_ps = 540
worst_path_max_delay_cell = "fa_1"
critPathLaunchType = "flip-flop"

[sta]
fmax_ghz = 0.135
tightestPinTransition_ps = 797
tns_ps = 0
report.final.slew_viol_count = 0
hold_ws_ps = 379
finalCritPeriodShare_pct = 62.7
rsz0062_at_grt = "no"
period_minus_slack_ps = 7400
final-hold-violation-count = 0
skew_ps = 29.9
finalSetupViolations = 0
slew_headroom_pct = 46.7

[clock_network]
clkTransAtPathRegs_ps = 60
root_buffer = "clkbuf_16"
cts_resized = 0
cts_buffer_depth = 3
cts_buffers = 80
cts_tree = "done"
postCtsSetupBuffers = 0
cts_sinks = 681
cts_hold_buf = 0
clkLatencyLatePin_ps = 680
htree_levels = 3

[worst_hold_path]
min_path_type = "flip-flop to flip-flop"

[cells_and_area]
drive_above_1_share_pct = 4.09
area_delta_synth_final_pct = 9.61
postLayoutCoreUtil_pct = 44.2

[placement]
gp_congestion = 0.902
dpl.hpwl_microns = 86500
portBuffers = 35

[grt]
gr-usage-all-layers_pct = 16.8
grt_start_max_net_pins = 62
grt-ovfl-total = 0
grt_pass1_wl_microns = 173000
antenna_found_initial = 0
grt_pass1_vias = 33400

[run]
cap_viol_max_count = 0
tool_warnings = 204

[outcome]
status = "complete, no violations"
cell families (layout without fill, tap and decap cells):
| kind of cell | after synthesis | after routing |
|---|---|---|
| adders and majority gates | 1385 | 1385 |
| buffers and inverters | 899 | 1069 |
| and+or+nand+nor | 765 | 765 |
| AOI/OAI and AO/OA | 720 | 720 |
| DFF | 681 | 681 |
| xor gates and xnor gates | 304 | 304 |
| muxes | 14 | 14 |
state kept, by name, indices dropped and copies added (netlist names), 12 cells and up:
signal / cells
s6_X: 98
s5_p2: 13
s3_t2: 25
x: 64
s5_X2: 12
s4_odd: 91
s3_t0: 22
out_coef: 14
s4_X2: 12
s3_t3: 22
s4_X6: 12
s5_X6: 12
s5_p1: 13
s3_t1: 25
s5_p3: 13
s5_p0: 13
metal layers:
metal  track usage [%]  routed length (microns)
met5             0.105                        0
met2              24.8                    45700
met1              25.8                    50200
met4              3.15                     2450
met3              5.47                     7300
cell type report:
class                           count  area (sq um)
Multi-Input combinational cell   3188         31000
Sequential cell                   681         20400
Tap cell                         1781          2230
Clock buffer                       94          2050
Inverter                          863          3240
Timing Repair Buffer               64           568
Fill cell                       12100         75600
Clock inverter                     48           524
cell usage in the layout, fill, tap and decap left out, types with 9 or more instances in the layout:
master	instances
a211oi_1	25
a21o_1	62
a21oi_1	234
a22oi_1	15
a31oi_1	27
and2_1	16
and3_1	38
buf_4	29
clkbuf_1	14
clkbuf_16	80
clkdlybuf4s50_1	35
clkinv_1	9
clkinv_2	13
dfrtp_1	11
edfxtp_1	670
fa_1	334
ha_1	1051
inv_1	862
nand2_1	182
nand2b_1	44
nand3_1	40
nand4_1	14
nor2_1	262
nor2b_1	37
nor3_1	65
nor4_1	10
o211ai_1	11
o21a_1	40
o21ai_0	113
o21ai_1	18
o21bai_1	56
or2_2	9
or3_1	15
xnor2_1	203
xor2_1	99
final timing paths:
path / from / endpoint / slack (ps) / cells after the start
min reg2reg: s5_valid / s6_valid / 380 / 0
max in group asynchronous: rst_n / outputting / 9460 / 2
max reg2reg: s5_p3[0] / s6_X[3][12] / 4400 / 30
min in group asynchronous: rst_n / block_ready / 2050 / 2
max: s5_p3[0] / s6_X[3][12] / 4400 / 30
min: s5_valid / s6_valid / 380 / 0
stage by stage:
stage / cell area (sq um) / setup slack, ps / std cells
6_report: 60000 / 4400 / 6719
3_3_place_gp: 57400 / 4400 / 6577
2_1_floorplan: 54700 / 4900 / 4768
5_1_grt: 60000 / 3820 / 6719
4_1_cts: 60000 / 4360 / 6719
3_5_place_dp: 57400 / 4390 / 6577
