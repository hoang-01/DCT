**flow/run.sh**
```bash
#!/bin/bash
# OpenROAD 26Q1-2900-gdf79404cd8, Yosys 0.63+post, stock flow scripts
make -C /OpenROAD-flow-scripts/flow DESIGN_CONFIG=/design/flow/config.mk WORK_HOME=/design/flow/orfs finish
```
**flow/config.mk**
```make
export PLATFORM = sky130hd
export DESIGN_NAME = cyclone4_top
export DESIGN_NICKNAME = cyclone4_top
export VERILOG_FILES = /design/flow/design.v
export SDC_FILE = /design/flow/constraint.sdc
export NUM_CORES = 4
export LEC_CHECK = 1
export CORE_UTILIZATION = 30
```
**flow/constraint.sdc**
```tcl
current_design cyclone4_top

set clk_period 10.8
set clk_io_pct 0.2

create_clock -name clk0 -period $clk_period [get_ports {clk_50mhz}]

set non_clock_inputs [all_inputs -no_clocks]
set_input_delay [expr $clk_period * $clk_io_pct] -clock clk0 $non_clock_inputs
set_output_delay [expr $clk_period * $clk_io_pct] -clock clk0 [all_outputs]
```
**flow/design.v**
```verilog
module cyclone4_top (
    input  wire        clk_50mhz,         
    input  wire        rst_n,              
    input  wire [3:0]  sw,                 
    input  wire [3:0]  key,                
    output wire [6:0]  hex0,               
    output wire [6:0]  hex1,
    output wire [6:0]  hex2,
    output wire [6:0]  hex3,               
    output wire [7:0]  led                 
);
    wire        clk;
    wire        reset;
    wire        compute_trigger;
    reg  [15:0] display_value;
    reg  [7:0]  status_leds;
    assign clk = clk_50mhz;
    assign reset = ~rst_n;   
    reg [1:0] key0_sync;
    always @(posedge clk or posedge reset) begin
        if (reset)
            key0_sync <= 2'b11;
        else
            key0_sync <= {key0_sync[0], key[0]};
    end
    assign compute_trigger = (key0_sync == 2'b10);   
    reg signed [7:0] test_pattern [0:63];
    integer i;
    always @(*) begin
        case (sw[1:0])
            2'b00: begin   
                for (i = 0; i < 64; i = i + 1)
                    test_pattern[i] = 8'd128;
            end
            2'b01: begin   
                for (i = 0; i < 64; i = i + 1)
                    test_pattern[i] = ((i[3] ^ i[0]) ? 8'd255 : 8'd0);
            end
            2'b10: begin   
                for (i = 0; i < 64; i = i + 1)
                    test_pattern[i] = {i[2:0], 5'b00000};
            end
            2'b11: begin   
                for (i = 0; i < 64; i = i + 1)
                    test_pattern[i] = (i == 0) ? 8'd255 : 8'd0;
            end
        endcase
    end
    localparam IDLE = 0, LOAD = 1, COMPUTE = 2, DISPLAY = 3;
    reg [2:0] state;
    reg [5:0] pixel_index;
    reg [5:0] coef_index;
    reg [15:0] dct_coefficients [0:63];
    reg                  dct_in_valid;
    reg  signed [7:0]    dct_in_sample;
    reg  [2:0]           dct_in_index;
    reg                  dct_in_last;
    wire                 dct_out_valid;
    wire signed [15:0]   dct_out_coef;
    wire [2:0]           dct_out_index;
    wire                 dct_out_last;
    dct1d_simple dct_row (
        .clk(clk),
        .rst_n(~reset),
        .in_valid(dct_in_valid),
        .in_sample(dct_in_sample),
        .in_index(dct_in_index),
        .in_last(dct_in_last),
        .out_valid(dct_out_valid),
        .out_coef(dct_out_coef),
        .out_index(dct_out_index),
        .out_last(dct_out_last)
    );
    always @(posedge clk or posedge reset) begin
        if (reset) begin
            state <= IDLE;
            pixel_index <= 0;
            coef_index <= 0;
            dct_in_valid <= 0;
            display_value <= 0;
            status_leds <= 8'h01;
        end else begin
            case (state)
                IDLE: begin
                    status_leds <= 8'h01;
                    if (compute_trigger) begin
                        state <= LOAD;
                        pixel_index <= 0;
                        coef_index <= 0;
                    end
                    display_value <= dct_coefficients[sw[3:2] * 2];
                end
                LOAD: begin
                    status_leds <= 8'h02;
                    dct_in_valid <= 1;
                    dct_in_sample <= test_pattern[pixel_index];
                    dct_in_index <= pixel_index[2:0];
                    dct_in_last <= (pixel_index == 7);
                    if (pixel_index == 7) begin
                        state <= COMPUTE;
                        pixel_index <= 0;
                    end else begin
                        pixel_index <= pixel_index + 1;
                    end
                end
                COMPUTE: begin
                    status_leds <= 8'h04;
                    dct_in_valid <= 0;
                    if (dct_out_valid) begin
                        dct_coefficients[coef_index] <= dct_out_coef;
                        coef_index <= coef_index + 1;
                        if (dct_out_last) begin
                            state <= DISPLAY;
                        end
                    end
                end
                DISPLAY: begin
                    status_leds <= 8'h08;
                    display_value <= dct_coefficients[sw[3:2] * 2];
                    if (key[1] == 0) begin   
                        state <= IDLE;
                    end
                end
            endcase
        end
    end
    wire [3:0] digit0, digit1, digit2, digit3;
    assign digit0 = display_value[3:0];
    assign digit1 = display_value[7:4];
    assign digit2 = display_value[11:8];
    assign digit3 = display_value[15:12];
    hex_to_7seg hex_dec0 (.hex(digit0), .seg(hex0));
    hex_to_7seg hex_dec1 (.hex(digit1), .seg(hex1));
    hex_to_7seg hex_dec2 (.hex(digit2), .seg(hex2));
    hex_to_7seg hex_dec3 (.hex(digit3), .seg(hex3));
    assign led = status_leds;
endmodule
module dct1d_simple (
    input  wire                  clk,
    input  wire                  rst_n,
    input  wire                  in_valid,
    input  wire signed [7:0]     in_sample,
    input  wire [2:0]            in_index,
    input  wire                  in_last,
    output reg                   out_valid,
    output reg  signed [15:0]    out_coef,
    output reg  [2:0]            out_index,
    output reg                   out_last
);
    reg signed [7:0] samples [0:7];
    reg buffer_ready;
    always @(posedge clk or negedge rst_n) begin
        if (!rst_n) begin
            buffer_ready <= 0;
        end else begin
            if (in_valid) begin
                samples[in_index] <= in_sample - 8'sd128;   
                if (in_last) begin
                    buffer_ready <= 1;
                end
            end else begin
                buffer_ready <= 0;
            end
        end
    end
    reg [2:0] k;   
    reg computing;
    reg signed [31:0] accumulator;
    reg [2:0] n;   
    wire signed [15:0] cos_table [0:63];
    assign cos_table[0] = 16'sd256;   assign cos_table[1] = 16'sd256;
    assign cos_table[2] = 16'sd256;   assign cos_table[3] = 16'sd256;
    assign cos_table[4] = 16'sd256;   assign cos_table[5] = 16'sd256;
    assign cos_table[6] = 16'sd256;   assign cos_table[7] = 16'sd256;
    assign cos_table[8]  = 16'sd251;  assign cos_table[9]  = 16'sd212;
    assign cos_table[10] = 16'sd142;  assign cos_table[11] = 16'sd49;
    assign cos_table[12] = -16'sd49;  assign cos_table[13] = -16'sd142;
    assign cos_table[14] = -16'sd212; assign cos_table[15] = -16'sd251;
    assign cos_table[16] = 16'sd236;  assign cos_table[17] = 16'sd98;
    assign cos_table[18] = -16'sd98;  assign cos_table[19] = -16'sd236;
    assign cos_table[20] = -16'sd236; assign cos_table[21] = -16'sd98;
    assign cos_table[22] = 16'sd98;   assign cos_table[23] = 16'sd236;
    assign cos_table[24] = 16'sd212;  assign cos_table[25] = -16'sd49;
    assign cos_table[26] = -16'sd251; assign cos_table[27] = -16'sd142;
    assign cos_table[28] = 16'sd142;  assign cos_table[29] = 16'sd251;
    assign cos_table[30] = 16'sd49;   assign cos_table[31] = -16'sd212;
    assign cos_table[32] = 16'sd181;  assign cos_table[33] = -16'sd181;
    assign cos_table[34] = -16'sd181; assign cos_table[35] = 16'sd181;
    assign cos_table[36] = 16'sd181;  assign cos_table[37] = -16'sd181;
    assign cos_table[38] = -16'sd181; assign cos_table[39] = 16'sd181;
    assign cos_table[40] = 16'sd142;  assign cos_table[41] = -16'sd251;
    assign cos_table[42] = 16'sd49;   assign cos_table[43] = 16'sd212;
    assign cos_table[44] = -16'sd212; assign cos_table[45] = -16'sd49;
    assign cos_table[46] = 16'sd251;  assign cos_table[47] = -16'sd142;
    assign cos_table[48] = 16'sd98;   assign cos_table[49] = -16'sd236;
    assign cos_table[50] = 16'sd236;  assign cos_table[51] = -16'sd98;
    assign cos_table[52] = -16'sd98;  assign cos_table[53] = 16'sd236;
    assign cos_table[54] = -16'sd236; assign cos_table[55] = 16'sd98;
    assign cos_table[56] = 16'sd49;   assign cos_table[57] = -16'sd142;
    assign cos_table[58] = 16'sd212;  assign cos_table[59] = -16'sd251;
    assign cos_table[60] = 16'sd251;  assign cos_table[61] = -16'sd212;
    assign cos_table[62] = 16'sd142;  assign cos_table[63] = -16'sd49;
    localparam WAIT = 0, COMPUTE_INIT = 1, COMPUTE_ACC = 2, OUTPUT = 3;
    reg [1:0] comp_state;
    always @(posedge clk or negedge rst_n) begin
        if (!rst_n) begin
            comp_state <= WAIT;
            out_valid <= 0;
            k <= 0;
            n <= 0;
        end else begin
            case (comp_state)
                WAIT: begin
                    out_valid <= 0;
                    if (buffer_ready) begin
                        comp_state <= COMPUTE_INIT;
                        k <= 0;
                    end
                end
                COMPUTE_INIT: begin
                    n <= 0;
                    accumulator <= 0;
                    comp_state <= COMPUTE_ACC;
                end
                COMPUTE_ACC: begin
                    accumulator <= accumulator + (samples[n] * cos_table[k*8 + n]);
                    if (n == 7) begin
                        comp_state <= OUTPUT;
                    end else begin
                        n <= n + 1;
                    end
                end
                OUTPUT: begin
                    out_valid <= 1;
                    out_coef <= accumulator[23:8];   
                    out_index <= k;
                    out_last <= (k == 7);
                    if (k == 7) begin
                        comp_state <= WAIT;
                        k <= 0;
                    end else begin
                        k <= k + 1;
                        comp_state <= COMPUTE_INIT;
                    end
                end
            endcase
        end
    end
endmodule
module hex_to_7seg (
    input  wire [3:0] hex,
    output reg  [6:0] seg
);
    always @(*) begin
        case (hex)
            4'h0: seg = 7'b1000000;   
            4'h1: seg = 7'b1111001;   
            4'h2: seg = 7'b0100100;   
            4'h3: seg = 7'b0110000;   
            4'h4: seg = 7'b0011001;   
            4'h5: seg = 7'b0010010;   
            4'h6: seg = 7'b0000010;   
            4'h7: seg = 7'b1111000;   
            4'h8: seg = 7'b0000000;   
            4'h9: seg = 7'b0010000;   
            4'hA: seg = 7'b0001000;   
            4'hB: seg = 7'b0000011;   
            4'hC: seg = 7'b1000110;   
            4'hD: seg = 7'b0100001;   
            4'hE: seg = 7'b0000110;   
            4'hF: seg = 7'b0001110;   
        endcase
    end
endmodule
```
==> run summary <==
Notes on the flow run.

- The number of global-route vias before repair is 8947, for reference.
- The peak fanout along the critical path is 24, for reference.
- The run finished with clean final reports.
- Per the detail_route report, vias per standard cell equal roughly 4.8.
- For the worst setup path, the data required time is 11.04 ns.
- The clock transition at the register clock pins on the worst setup and hold paths after CTS is 0.06 ns, for reference.
- The clock network latency to the later pin of the worst-skew pair is about 0.48 ns, for reference.
- The relative slew slack is 37.8%, for reference.
- The average detailed-routed wire length per instance is about 13 µm, for reference.
- The internal reg-to-reg setup slack is ~1.4 ns, for reference.
- The worst setup path category is register to register, for reference.
- After floorplanning, the die was sized to cover between 40000 and 50000 µm².
- Per the detail_route report, inserted antenna diodes total 0.
- The worst min-delay path class is register to register, for reference.
- Ranked by total cell area, the synthesized netlist is headed by sky130_fd_sc_hd__edfxtp_1 31%, sky130_fd_sc_hd__ha_1 9.8%, sky130_fd_sc_hd__fa_1 9.2%, sky130_fd_sc_hd__dfrtp_1 8.5%, sky130_fd_sc_hd__inv_1 3.7%.
- Summed over its instances, the top area cell type makes up a little under a third of the synthesized netlist area.
- The slowest cell on the critical path is sky130_fd_sc_hd__dfrtp_1, for reference.
- IR analysis of the VDD net gives a maximum drop of slightly above 0.00009 V.
- The number of hold buffers added after CTS was 0.
- The number of clock sinks came to ~200.
- In the final timing run, aggregate negative setup slack is 0 ns.
- The routed via count is 8975, for reference.
- The warning tally printed by Yosys for this design is 6.
- The launching point of the worst reg2reg path is dct_row.n[2], for reference.
- The placed wire-length estimate is around 18 mm, for reference.
- The average cell area after synthesis is approximately 11 µm², for reference.
- The synthesized netlist occupies a cell area of approximately 14000 µm².
- The most instantiated logic cell after routing is sky130_fd_sc_hd__edfxtp_1, for reference.
- The number of H-tree branching levels is 1, for reference.
- OpenROAD emitted warnings numbering between 50 and 60.
- Setup repair after global routing left no endpoint under its margin.
- The number of maximum-capacitance violations recorded for the run is 0.
- Of all cell types, the one taking the most synthesized area is sky130_fd_sc_hd__edfxtp_1.
- The OpenROAD report gives the critical path a data arrival time of 9.66 ns.
- Recorded from the global router log, the overflow total was 0.
- The number of nets with antenna violations after detailed routing is 0, for reference.
- The final critical-path required period is around 9.4 ns, for reference.
- The starting density of the core is 30.5%, for reference.
- The power report puts the leakage power at slightly above 6 nW.
- The number of buffers added for setup after CTS is 0, for reference.
- The weighted congestion reported at the end of routability-driven placement is slightly above 0.9, for reference.
- Hold timing on the final database bottoms out at a slack of around 0.37 ns.
- The final worst clock skew is between 0.005 and 0.006 ns, for reference.
- The final layout report lists a filler cell count of 4292.
- In the routed design, unresolved DRC markers number 0.
- The proportion of synthesized flip-flops having asynchronous set or reset is between 20% and 30%, for reference.
- The post-synth count of flops with an enable pin is 141.
- Per STA, the library cell used most along the worst path is sky130_fd_sc_hd__inv_1.
- The first element of the critical path is dct_row.n[2], for reference.
- The kind of end point of the critical path is a register, for reference.
- The count of final hold-check violations is 0, for reference.
- The horizontal extent of the die is 215 µm, for reference.
- Ranking logic cells in the layout by count gives the top entries 141 x sky130_fd_sc_hd__edfxtp_1, 135 x sky130_fd_sc_hd__inv_1, 106 x sky130_fd_sc_hd__ha_1.
- The clock tree from TritonCTS is done, for reference.
- The stage delay of the slowest cell on the critical path is between 0.8 and 0.9 ns, for reference.
- The floorplan step set the die height to around 210 µm.
- The number of register bits inferred by synthesis is about 200, for reference.
- The final max-slew violation count recorded for this run is 0.
- The area of the core is between 40000 and 50000 µm², for reference.
- The count of port buffers added during placement is 39, for reference.
- The number of cell instances after yosys synthesis is 1244, for reference.
- The total wire length is ~25 mm, for reference.
- The final worst-path cycle share is 87.2%, for reference.
- The number of optimization iterations in the first detailed-route pass is 5, for reference.
- The report lists the number of cells resized after CTS as 0.
- The initialized floorplan defines just under 80 standard-cell rows.
- The length in cells of the worst reg-to-reg path is 31, for reference.
- The worst flop-to-flop path endpoint is dct_row.accumulator[20], for reference.
- The share of layout cells above drive strength 1 is under 10%, for reference.
- The sequential area share after synthesis is a little over two fifths, for reference.
- The first-iteration detailed-routing DRC count is between 300 and 400, for reference.
- The startpoint type of the worst setup path is a register, for reference.
- The number of library cell types mapped by synthesis is 79, for reference.
- The number of buffers created by CTS is 21, for reference.
- Per the timing report, the achievable frequency comes out to 106 MHz.
- The buffer depth of the longest clock path is 3, for reference.
- The report gives the cell count of the worst hold path as 0.
- Counting every instance in the synthesized netlist gives around 1200.
- Total power normalized to cell area comes to 125 nW/µm².
- The area recorded from the Yosys report for this design is roughly 14000 µm².
- The tree is rooted in a sky130_fd_sc_hd__clkbuf_16.
- The slew at the pin closest to its max-slew limit is just over 0.9 ns, for reference.
- The final number of setup-violating endpoints is 0, for reference.
- Entering global routing, the biggest net connects 39 pins.
- The relative area change from synthesis to final layout is 12.2%, for reference.
- The initial antenna violation count came to 1.
- The floorplan report gives the top-level pin count as 46.
- The sink of the worst hold path is key0_sync[1], for reference.
- Per the synth stats, the flop cell with the highest instance count is sky130_fd_sc_hd__edfxtp_1.
- The first global-routing pass estimated 43.2 mm of wire.
- For the worst min-delay path, the startpoint reported by OpenROAD is key0_sync[0].
- Total global-route track usage over all layers is roughly 12%.
## cell usage after synthesis, drive strengths merged, types with 19 or more instances
master  number
a21oi       59
clkbuf      27
ha         106
mux2        21
buf         19
mux4        19
dfrtp       46
nor3        29
nand2       94
o21ai       61
nor2        95
inv        136
fa          62
xnor2       23
nand2b      25
edfxtp     141
mux2i       20
## area by class of cell
| type | instances | area [µm²] | area share, % |
|---|---|---|---|
| inverters | 138 | 518 | 3.40 |
| repair buffers | 51 | 475 | 3.12 |
| clock inverters | 5 | 55.1 | 0.362 |
| flip-flops and latches | 203 | 5740 | 37.7 |
| clock buffers | 32 | 587 | 3.85 |
| well taps | 592 | 741 | 4.87 |
| multi-input cells | 861 | 7110 | 46.7 |
## worst max path at each step
stage / slack (ns) / end
6_report: 1.38 / dct_row.accumulator[20]
5_1_grt: 0.49 / dct_row.accumulator[20]
4_1_cts: 1.41 / dct_row.accumulator[20]
## critical path: cells and delay by family, from the launching register on
family / cells / cell delay [ns]
compound gates: 12 / 3.00
flops: 1 / 0.86
mux: 1 / 0.29
simple gates: 3 / 0.85
fa+ha+maj: 7 / 2.88
buf+inv: 7 / 1.18
xor+xnor: 1 / 0.11
## metrics by stage
stage | worst slack (ns) | std cells | utilization (%) | power [W] | cell area (µm²)
finish | 1.38 | 1882 | 34.3 | 0.00190 | 15200
global route | 0.492 | 1882 | 34.3 | 0.00200 | 15200
CTS | 1.41 | 1882 | 34.3 | 0.00192 | 15200
detailed placement | 1.41 | 1845 | 32.8 | 0.00124 | 14600
global placement | 1.48 | 1845 | 32.8 | 0.00124 | 14600
floorplan | 2.91 | 1248 | - | 0.00114 | 13600
## power breakdown
part           switching (W)  total [W]  internal (W)
clock               0.000275   0.000673      0.000398
combinational       0.000142   0.000274      0.000132
sequential         0.0000654   0.000952      0.000886
total               0.000482    0.00190       0.00142
## layer usage
metal	part of all wire (%)	vias to the layer above	routed length, µm	GRT usage, %
li1	-	4477	-	-
met1	47	4284	11600	16.6
met2	46	186	11600	18.8
met3	5.1	28	1280	2.77
met4	1.6	0	409	1.64
met5	0	-	0	0
## logic make-up after synthesis
kind of cell	share of synthesized area (%)
buf+inv	5.40
mux	6.37
fa+ha+maj	18.9
other cells	0.0276
flops	42.3
compound gates	11.7
simple gates	12.8
xor+xnor	2.52
## registers in the layout (all words and copies together), names as in the netlist, 2 cells and up
| signal | cells |
|---|---|
| coef_index | 6 |
| dct_coefficients | 64 |
| dct_in_index | 3 |
| dct_in_sample | 7 |
| dct_row.accumulator | 24 |
| dct_row.comp_state | 4 |
| dct_row.in_sample | 4 |
| dct_row.k | 3 |
| dct_row.n | 3 |
| dct_row.out_coef | 16 |
| dct_row.samples | 32 |
| display_value | 16 |
| key0_sync | 2 |
| pixel_index | 6 |
| state | 4 |
| status_leds | 4 |
Power figures rest on the tool's default switching activity, not on a simulated workload.
